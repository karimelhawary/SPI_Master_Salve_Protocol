===== design.v =====
module RAM(
	input clk,rst_n,rx_valid,
	input [9:0]din,
	output reg [7:0]dout,
	output reg tx_valid
);
	parameter MEM_DEPTH=256;
	parameter ADDR_SIZE=8;
	reg [7:0] Ram [MEM_DEPTH-1:0]; 
	reg [ADDR_SIZE-1:0] ADD_REG;
    reg [3:0] counter_tx ;
	always @(posedge clk ) begin
		if (~rst_n) begin
            dout<=1'b0;
			ADD_REG<=1'b0;
            tx_valid<=1'b0;	
			counter_tx<=1'b0;
		end else if(rx_valid) begin
				case(din[9:8])
					2'b00:begin
						ADD_REG<=din[7:0];
						tx_valid<=1'b0;
					end 
					2'b01:begin
						Ram[ADD_REG]<=din[7:0];
						tx_valid<=1'b0;
					end
					2'b10:begin
						ADD_REG<=din[7:0];
						tx_valid<=1'b0;
					end
					2'b11:begin
						dout<=Ram[ADD_REG];
						tx_valid<=1'b1;
					end
				endcase
		end 
		 if (tx_valid)begin
			counter_tx<=counter_tx+1'b1;
		    if (counter_tx == 8)begin
                tx_valid<=1'b0;
			    counter_tx<=1'b0;
			end
		end
	end
endmodule
module SPI_SLAVE(
  input SS_n,
  input clk,
  input rst_n,
  input tx_valid,
  input [7:0]tx_data,
  input MOSI,
  output reg MISO,
  output reg rx_valid,
  output reg [9:0] rx_data
);
  parameter IDLE      = 3'b000;
  parameter CHK_CMD   = 3'b001;
  parameter WRITE     = 3'b010;
  parameter READ_ADD  = 3'b011;
  parameter READ_DATA = 3'b100;
  reg [2:0]current_state,next_state;
  reg [3:0]Counter=4'b0;
  reg [3:0]Counter_tm=4'b0;
  reg Have_Addrress;
  always @(posedge clk or negedge rst_n) begin
	      if (~rst_n)begin
	          current_state<=IDLE;
	      end
	      else
	          current_state<=next_state;
  end
  always@(*)begin
      case(current_state)
        IDLE:
            if(SS_n==1'b0)
                next_state<=CHK_CMD;
            else
              next_state<=IDLE;    
        CHK_CMD:
            if(SS_n==1'b0 && MOSI==1'b0)
                next_state<=WRITE;
            else if(SS_n==1'b0 && MOSI==1'b1 && Have_Addrress==1'b0)
                next_state<=READ_ADD;
            else if(SS_n==1'b0 && MOSI==1'b1 && Have_Addrress==1'b1)
                next_state<=READ_DATA;
            else 
                next_state<=IDLE;
        WRITE:
            if(SS_n==1'b1)
                next_state<=IDLE;
            else
                next_state<=WRITE;
        READ_ADD:
            if(SS_n==1'b1)
                next_state<=IDLE;
            else
                next_state<=READ_ADD;
        READ_DATA:
            if(SS_n==1'b1)
                next_state<=IDLE;
            else
                next_state<=READ_DATA;
        default:next_state<=IDLE;
      endcase
  end
  always@(posedge clk)begin
      if(~rst_n)begin
          Counter <= 4'b0;
          Counter_tm <= 4'b0;
          MISO<=0;
          Have_Addrress<=0;
          rx_data <=10'b0;
      end
      case(current_state)
          IDLE:begin
              Counter <= 4'b0;
              Counter_tm <= 4'b0;
              rx_valid<=1'b0;
              MISO<=1'b0;
          end
          CHK_CMD:begin
              Counter<=1'b0;
              rx_valid <= 1'b0; 
          end
          WRITE:begin
              if(SS_n==0 )begin
                rx_data[9-Counter]<=MOSI;
                Counter<=Counter+1'b1;
                rx_valid <= 1'b0; 
              end
              if(Counter==9)begin
                rx_valid<=1'b1;
                Counter<=1'b0;
              end
          end
          READ_ADD:begin
              if(SS_n==0)begin
                rx_data[9-Counter]<=MOSI;
                Counter<=Counter+1'b1;
                rx_valid <= 1'b0;
              end
              if(Counter==9)begin
                rx_valid<=1'b1;
                Counter<=1'b0;
                Have_Addrress<=1'b1;
              end
          end
          READ_DATA:begin
              if(SS_n==0)begin
                if(tx_valid==1'b0)begin
                  rx_data[9-Counter]<=MOSI;
                  Counter<=Counter+1'b1;
                    if(Counter==9)begin
                      rx_valid<=1'b1;
                    end else if (Counter== 4'b1010)begin 
                          Counter<=1'b0;
                          rx_valid<=1'b0;
                    end
                end else if(tx_valid==1'b1)begin
                  MISO<=tx_data[7-(Counter_tm)];
                  Counter_tm<=Counter_tm+1'b1;
                    if(Counter_tm==7)begin
                      Have_Addrress<=1'b0;
                    end
                end
              end
          end
      endcase
  end
endmodule
module SPI_Wrapper(
    input clk,
    input rst_n,
    input SS_n,
    input MOSI,
    output MISO
);
    parameter MEM_DEPTH=256;
    parameter ADDR_SIZE=8;
    wire [9:0] rxdata;
    wire rx_valid;
    wire [7:0] txdata;
    wire tx_valid;
    RAM #(MEM_DEPTH, ADDR_SIZE) RAM(
        .din(rxdata),
        .dout(txdata),
        .rx_valid(rx_valid),
        .tx_valid(tx_valid),
        .clk(clk),
        .rst_n(rst_n)
    );
    SPI_SLAVE SPI(
        .MOSI(MOSI),
        .MISO(MISO),
        .SS_n(SS_n),
        .clk(clk),
        .rst_n(rst_n),
        .rx_data(rxdata),
        .rx_valid(rx_valid),
        .tx_data(txdata),
        .tx_valid(tx_valid)
    );
endmodule

===== run.sh =====
#!/bin/bash
# OpenROAD 26Q1-2900-gdf79404cd8, Yosys 0.63+post, stock flow scripts
make -C /OpenROAD-flow-scripts/flow DESIGN_CONFIG=/design/flow/config.mk WORK_HOME=/design/flow/orfs finish

===== config.mk =====
export PLATFORM = sky130hd
export DESIGN_NAME = SPI_Wrapper
export DESIGN_NICKNAME = SPI_Wrapper
export VERILOG_FILES = /design/flow/design.v
export SDC_FILE = /design/flow/constraint.sdc
export NUM_CORES = 4
export LEC_CHECK = 1
export CORE_UTILIZATION = 40

===== constraint.sdc =====
current_design SPI_Wrapper

set clk_period 39.2
set clk_io_pct 0.2

create_clock -name clk0 -period $clk_period [get_ports {clk}]

set non_clock_inputs [all_inputs -no_clocks]
set_input_delay [expr $clk_period * $clk_io_pct] -clock clk0 $non_clock_inputs
set_output_delay [expr $clk_period * $clk_io_pct] -clock clk0 [all_outputs]

==> flow_summary.toml <==
# physical design summary
[status]
status = "finished, final reports clean"

[global_route]
grt_pass1_vias = 47240
grt_max_degree = 101
overflow = 0
grt_pass1_wl_um = 345000
grt_usage_pct = 26.06
antenna_found_initial = 6

[sta]
setup-violations-final = 0
fmax_ghz = 0.09314
finalMaxSlewViolations = 0
hold_ws_ns = 0.4993
finalCriticalPeriod_ns = 10.74
setup_ws_ns = 28.46
setup_tns_ns = 0
skew_ns = 0.05185
tightestPinTransition_ns = 1.198
slew_headroom_pct = 19.06
period_used_pct = 27.39
hold_viol = 0
rsz0062_at_grt = "false"

[final_layout]
final_cells = 7058
final_util_pct = 45.17
drive_above_1_share_pct = 22.90
layout_top_cell = "edfxtp_1"
final_cell_mix = "edfxtp_1 (2053), mux4_2 (478), nor2_1 (330)"
syn_to_final_growth_pct = 12.29
final_cell_area_sq_mm = 0.09241

[die]
die_h_um = 455.6
pin_count = 5
core_util_floorplan_pct = 40.23
die-width_um = 455.6
core-area_sq_mm = 0.2046
dieArea_sq_mm = 0.2076
rows = 166

[logic_synthesis]
ys_area_sq_mm = 0.08229
edf_count = 2053
ys_warn_count = 2
synthFlopType = "edfxtp_1"
ys.flops = 2095
ys_types = 82
avgSynthCellArea_sq_um = 20.15
synth_cells = 4084
syn-cell-area_sq_mm = 0.08229
synth_stat.cells = 4084
async_flop_share_pct = 0.2387
yosys.stat.seqShare_pct = 75.97

[place]
dp_slack_ns = 27.71
placed_area_sq_mm = 0.08562
dp_cells = 6679
dpl.hpwl_um = 156100
gp_congestion = 0.9908
port_buffers = 4

[power]
vdd_ir_drop_max_mv = 0.03940
p_per_area_mw_per_mm2 = 47.58
finalPower_mw = 4.397
leakagePower_nw = 31.94

[drt]
final_antenna_net_count = 0
vias_per_cell = 6.002
wl_um = 244200
firstDrtPassIters = 7
drtIter0Drc = 3067
wl_per_cell_um = 34.60
drcViolationCount = 0
via_count = 42360

[clocking]
cts_root_buf = "clkbuf_16"
cts_resized = 0
cts_htree_levels = 4
post_cts_buffers = 0
cts.sinks = 2095
cts_buffers = 205
cts.path.max_buffers = 3
cts-hold-fix-buffers = 0
cts_tree = "yes"
clock_latency_ns = 0.86
clk_pin_slew_ns = 0.06

[setup_path]
start_kind = "input pin"
end_kind = "register"
worstPathMaxFanout = 39
critPathSlowestCell = "nand2_1"
crit_required_ns = 39.65
critical-path-max-stage-delay_ns = 0.68
critPathArrivalTime_ns = 11.19
path_class = "input pin to register"
path_cells = "clkdlybuf4s50_1 -> buf_4 -> nand4_1 -> nor2_1 -> nand2_1 -> buf_4 -> nor2_1"

[min_path]
hp-class = "register to register"

[run]
cap_violations = 0
warnings = 35
layout make-up:
type | instances | area (sq um)
Inverter | 15 | 56.30
Timing Repair Buffer | 156 | 1256
Tap cell | 2688 | 3363
Antenna cell | 4 | 10.01
Multi-Input combinational cell | 1725 | 18380
Clock buffer | 244 | 5349
Clock inverter | 131 | 1426
Sequential cell | 2095 | 62570
Fill cell | 16790 | 112200
worst max-delay path: cells and delay by family:
family | cells | cell delay, ns
simple gates | 4 | 1.98
buf+inv | 3 | 1.32
cell usage after synthesis, types with 33 or more instances:
| library cell | number | area (sq um) |
|---|---|---|
| clkbuf_1 | 90 | 337.8 |
| mux4_2 | 478 | 10770 |
| o21ai_0 | 54 | 270.3 |
| edfxtp_1 | 2053 | 61650 |
| nor2_1 | 331 | 1242 |
| mux2i_1 | 101 | 1011 |
| buf_4 | 45 | 337.8 |
| a31oi_1 | 33 | 206.5 |
| dfxtp_1 | 37 | 740.7 |
| nand2_1 | 138 | 518.0 |
| a22oi_1 | 87 | 653.1 |
| nand3_1 | 61 | 305.3 |
| a21oi_1 | 63 | 315.3 |
| buf_2 | 74 | 370.4 |
kinds of logic after synthesis:
group | after synthesis | share of synthesized area [%]
compound gates | 387 | 3.273
flops | 2095 | 75.97
xor+xnor | 4 | 0.04258
buf+inv | 264 | 1.790
mux | 596 | 14.54
simple gates | 721 | 4.126
fa+ha+maj | 17 | 0.2585
flip-flops by register name, summed over array words and instances, names as in the netlist:
register           flops
SPI.rx_data           10
RAM.tx_valid           1
RAM.Ram             2048
RAM.ADD_REG            8
SPI.Counter            4
RAM.dout               8
SPI.Have_Addrress      1
SPI.current_state      5
SPI.MISO               1
SPI.Counter_tm         4
SPI.rx_valid           1
RAM.counter_tx         4
metal layers:
metal | global-route usage [%] | vias to the layer above | part of all wire (%)
met1 | 28.90 | 21030 | 30
met4 | 8.887 | 36 | 4.5
li1 | - | 17200 | -
met5 | 4.983 | - | 0.59
met2 | 35.27 | 3577 | 44
met3 | 24.08 | 520 | 21
final timing paths:
path,start,cells past startpoint,to,slack (ns)
worst max-delay path,rst_n,7,RAM.Ram[75][5],28.46
worst min-delay path,SPI.MISO,2,SPI.MISO,0.50
worst max register to register,RAM.ADD_REG[0],10,RAM.dout[1],33.59
worst min register to register,SPI.MISO,2,SPI.MISO,0.50
max in group asynchronous,rst_n,2,SPI.current_state[0],31.44
min in group asynchronous,rst_n,2,SPI.current_state[1],7.42
where the power goes:
group	total, mW	switching, mW	internal [mW]
Sequential	2.42	0.000204	2.42
Combinational	0.00249	0.00157	0.000915
Clock	1.97	0.845	1.13
Power and IR drop assume default switching activity.
